`flow/constraint.sdc`:
```
current_design display_if

set clk_period 3.5
set clk_io_pct 0.2

create_clock -name clk0 -period $clk_period

set non_clock_inputs [all_inputs -no_clocks]
set_input_delay [expr $clk_period * $clk_io_pct] -clock clk0 $non_clock_inputs
set_output_delay [expr $clk_period * $clk_io_pct] -clock clk0 [all_outputs]
```
`flow/design.v`:
```
`timescale 1ns / 1ns
module display_if
          #(parameter FLOOR_BITS       =  7,
                      DISPLAY_SEGMENTS = 14)
          (input  wire [(FLOOR_BITS-1)      :0] CURRENT_FLOOR,
           output wire [(DISPLAY_SEGMENTS-1):0] ENABLE_SEGMENT);   
reg einer;
reg zehner;
 always @ (*)
	begin
		case (CURRENT_FLOOR[FLOOR_BITS-1:0] % 10)  
			7'd0 : einer = 7'b1111110;  
			7'd1 : einer = 7'b0110000;  
			7'd2 : einer = 7'b1101101;  
			7'd3 : einer = 7'b1111001;  
			7'd4 : einer = 7'b0110011;  
			7'd5 : einer = 7'b1011011;  
			7'd6 : einer = 7'b1011111;  
			7'd7 : einer = 7'b1110000;  
			7'd8 : einer = 7'b1111111;  
			7'd9 : einer = 7'b1111011;   
		default: einer = 7'b1111110;  
		endcase
		case ((CURRENT_FLOOR[FLOOR_BITS-1:0] / 10 ) % 10)  
			7'd0 : zehner = 7'b1111110;  
			7'd1 : zehner = 7'b0110000;  
			7'd2 : zehner = 7'b1101101;  
			7'd3 : zehner = 7'b1111001;  
			7'd4 : zehner = 7'b0110011;  
			7'd5 : zehner = 7'b1011011;  
			7'd6 : zehner = 7'b1011111;  
			7'd7 : zehner = 7'b1110000;  
			7'd8 : zehner = 7'b1111111;  
			7'd9 : zehner = 7'b1111011;   
		default: zehner = 7'b1111110;  
		endcase		
end
assign ENABLE_SEGMENT = {zehner,einer};
endmodule
```
`flow/run.sh`:
```
#!/bin/bash
# OpenROAD 26Q1-2900-gdf79404cd8, Yosys 0.63+post, stock flow scripts
make -C /OpenROAD-flow-scripts/flow DESIGN_CONFIG=/design/flow/config.mk WORK_HOME=/design/flow/orfs finish
```
`flow/config.mk`:
```
export PLATFORM = sky130hd
export DESIGN_NAME = display_if
export DESIGN_NICKNAME = display_if
export VERILOG_FILES = /design/flow/design.v
export SDC_FILE = /design/flow/constraint.sdc
export NUM_CORES = 4
export LEC_CHECK = 1
export CORE_AREA = 10 10 70 70
export DIE_AREA = 0 0 80 80
```
==> results.sh <==
# source this file to load flow results
export IMPL_outcome="finished with violations"
export IMPL_violations="setup timing"
export IMPL_leakagePower_nw=0.608
export IMPL_core_util_floorplan=0.261
export IMPL_ff_count=0
export IMPL_nClkBuffers=0
export IMPL_drc_errors=0
export IMPL_setup_slack_ns=-0.259
export IMPL_drt_pass1_iterations=4
export IMPL_drtIter0Drc=40
export IMPL_p_sw_mw=0.105
export IMPL_drtAntennaViolNets=0
export IMPL_ys_cells=133
export IMPL_hold_start="CURRENT_FLOOR[0]"
export IMPL_gr_total_overflow=0
export IMPL_fin_cells=223
export IMPL_drv_cap=0
export IMPL_period_minus_slack_ns=3.76
export IMPL_slowest_delay_ns=0.38
export IMPL_port_buffers=9
export IMPL_fp_row_count=21
export IMPL_lay_top_cells="buf_4, conb_1, nor2_1"
export IMPL_setup_viol=2
export IMPL_viasPerCell=4.62
export IMPL_netlist_area_um2=891
export IMPL_intPower_mw=0.132
export IMPL_final_area_um2=1400
export IMPL_critPathBufInv=3
export IMPL_drive_gt1_frac=0.463
export IMPL_synth_cells=133
export IMPL_peakVddDrop_mv=0.0490
export IMPL_core_um2=3420
export IMPL_grt_max_degree=19
export IMPL_placedCellCount=211
export IMPL_syn_to_final_growth_pct=56.9
export IMPL_synth_avg_cell_area_um2=6.70
export IMPL_layout_top_cell="buf_4"
export IMPL_hold_path_endpoint="ENABLE_SEGMENT[0]"
export IMPL_fmax_mhz=266
export IMPL_die_width_um=80
export IMPL_report_final_hold_viol_count=0
export IMPL_p_clk_frac=0
export IMPL_worstPathRequired_ns=2.80
export IMPL_final_max_slew_violation_count=0
export IMPL_seqPwrFrac=0
export IMPL_yosysUniqueCellTypes=46
export IMPL_grt_pass1_wl_um=4110
export IMPL_ys_seq_share=0
export IMPL_fin_crit_sh=1.07
export IMPL_dp_hpwl_um=1790
export IMPL_critPathKind="in2out"
export IMPL_grt_pass1_vias=937
export IMPL_fill_cells=339
export IMPL_fp_dieH_um=80
export IMPL_antenna_found_initial=0
export IMPL_grt_setup_unrepaired="yes"
export IMPL_diodes=0
export IMPL_cts_hold_buffers=0
export IMPL_wirelength_um=2430
export IMPL_crit_chain="buf_8 > nor2_4 > inv_2 > ha_4 > and2b_4 > maj3_2 > o21ai_2 > a21oi_2 > and2_4 > a2111o_1 > mux2i_1 > a211oi_2 > buf_2"
export IMPL_yosys_area_um2=891
export IMPL_cp_data_arrival_time_ns=3.06
export IMPL_routedWlPerCell_um=10.9
export IMPL_comb_power_share=1.000
export IMPL_p_sw_frac=0.443
export IMPL_hp_class="in2out"
export IMPL_pin_count=21
export IMPL_power_density_nw_per_um2=170
export IMPL_openroad_warnings=36
export IMPL_critical_path_top_delay_family="AND-OR/OR-AND gates"
export IMPL_cp_slowest_cell="a2111o_1"
export IMPL_worst_path_max_fanout=6
export IMPL_power_mw=0.238
export IMPL_hold_path_depth=5
export IMPL_place_area_um2=1240
export IMPL_track_usage=0.0730
export IMPL_dieArea_um2=6400
export IMPL_vias=1031
export IMPL_yosysWarnings=1
export IMPL_startpoint_type="input pin"
export IMPL_finalWeightedCongestion=0.874
export IMPL_end_kind="primary output"
export IMPL_seqCellArea_um2=0
[logic make-up (layout without fill, tap and decap cells)]
logic type | count (synthesis) | after routing | synth area share
buffers and inverters | 32 | 65 | 0.223
adders and majority gates | 7 | 7 | 0.0913
other | 1 | 12 | 0.00421
xor gates and xnor gates | 1 | 1 | 0.00983
and+or+nand+nor | 45 | 45 | 0.278
muxes | 4 | 4 | 0.0506
AOI/OAI and AO/OA | 43 | 43 | 0.343
[cell usage after synthesis, types with 2 or more instances]
| library cell | instances | share of area |
|---|---|---|
| o21ai_0 | 8 | 0.045 |
| nand2_1 | 9 | 0.038 |
| o32ai_1 | 2 | 0.020 |
| buf_6 | 2 | 0.025 |
| a21oi_1 | 6 | 0.034 |
| a211oi_1 | 3 | 0.025 |
| a31oi_1 | 4 | 0.028 |
| o2111ai_1 | 2 | 0.020 |
| maj3_1 | 2 | 0.022 |
| a211o_1 | 2 | 0.020 |
| or2_2 | 2 | 0.014 |
| buf_2 | 6 | 0.034 |
| o211ai_1 | 3 | 0.025 |
| ha_1 | 4 | 0.056 |
| nor3b_1 | 2 | 0.017 |
| nand3_1 | 3 | 0.017 |
| buf_4 | 15 | 0.13 |
| mux2i_1 | 3 | 0.034 |
| o2bb2ai_1 | 3 | 0.029 |
| nand2b_1 | 6 | 0.042 |
| inv_1 | 7 | 0.029 |
| nor2_1 | 12 | 0.051 |
| o22ai_1 | 2 | 0.014 |
| nor3_1 | 3 | 0.017 |
[what timing repair did]
action / CTS / global route
resized: 34 / 8
endpoints found under the setup margin: 2 / 2
cloned: 1 / 0
buffers inserted: 8 / 3
pin swaps: 16 / 11
[power groups by stage]
stage / sequential, mW / clock [mW] / combinational, mW
6_report: 0 / 0 / 0.238
5_1_grt: 0 / 0 / 0.263
4_1_cts: 0 / 0 / 0.226
[tightest hold or removal path, delay by kind of cell]
kind	cells	cell delay, ns
AND-OR/OR-AND	1	0.08
buffers and inverters	2	0.58
multiplexers	1	0.17
AND/OR/NAND/NOR	1	0.05
[worst max path at each step]
stage | cells past startpoint | end | start | slack, ns
4_1_cts | 17 | ENABLE_SEGMENT[1] | CURRENT_FLOOR[4] | -0.31
5_1_grt | 17 | ENABLE_SEGMENT[1] | CURRENT_FLOOR[4] | -0.41
6_report | 13 | ENABLE_SEGMENT[0] | CURRENT_FLOOR[4] | -0.26
[per-stage QoR]
stage	util	worst slack, ns	hold slack, ns	setup TNS [ns]
6_report	0.409	-0.259	2.29	-0.510
5_1_grt	0.409	-0.406	2.35	-0.781
4_1_cts	0.394	-0.311	2.26	-0.536
3_5_place_dp	0.362	-1.07	2.57	-2.12
3_3_place_gp	0.362	-1.04	2.55	-2.06
2_1_floorplan	-	-0.238	1.75	-0.475
[layout make-up]
class	instances	area, µm²	area share
inverters	8	32.5	0.0233
well taps	46	57.6	0.0412
multi-input cells	112	852	0.610
repair buffers	57	455	0.326
[per-layer routing]
layer	global-route usage	wire length (µm)	part of all wire
met1	0.0956	1140	0.47
met2	0.133	1250	0.52
met4	0.00352	10	0.0041
met5	0	0	0
met3	0.00341	24	0.0099
