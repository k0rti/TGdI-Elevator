### flow/design.v
module segment_encoder(
      input  wire [13:0]  ssIn,
      output  reg [ 7:0]  asciOutHigh,
      output  reg [ 7:0]  asciOutLow);
   always @(ssIn) begin
      case (ssIn[13:7])
         7'b1111110 : asciOutHigh = 7'h30;
         7'b0110000 : asciOutHigh = 7'h31;
         7'b1101101 : asciOutHigh = 7'h32;
         7'b1111001 : asciOutHigh = 7'h33;
         7'b0110011 : asciOutHigh = 7'h34;
         7'b1011011 : asciOutHigh = 7'h35;
         7'b1011111 : asciOutHigh = 7'h36;
         7'b1110000 : asciOutHigh = 7'h37;
         7'b1111111 : asciOutHigh = 7'h38;
         7'b1111011 : asciOutHigh = 7'h39;
         default:     asciOutHigh = 7'h30;	
      endcase
      case (ssIn[6:0])
         7'b1111110 : asciOutLow = 7'h30;
         7'b0110000 : asciOutLow = 7'h31;
         7'b1101101 : asciOutLow = 7'h32;
         7'b1111001 : asciOutLow = 7'h33;
         7'b0110011 : asciOutLow = 7'h34;
         7'b1011011 : asciOutLow = 7'h35;
         7'b1011111 : asciOutLow = 7'h36;
         7'b1110000 : asciOutLow = 7'h37;
         7'b1111111 : asciOutLow = 7'h38;
         7'b1111011 : asciOutLow = 7'h39;
         default:     asciOutLow = 7'h30;	
      endcase
   end
endmodule
### flow/run.sh
#!/bin/bash
# OpenROAD 26Q1-2900-gdf79404cd8, Yosys 0.63+post, stock flow scripts
make -C /OpenROAD-flow-scripts/flow DESIGN_CONFIG=/design/flow/config.mk WORK_HOME=/design/flow/orfs finish
### flow/config.mk
export PLATFORM = sky130hd
export DESIGN_NAME = segment_encoder
export DESIGN_NICKNAME = segment_encoder
export VERILOG_FILES = /design/flow/design.v
export SDC_FILE = /design/flow/constraint.sdc
export NUM_CORES = 4
export LEC_CHECK = 1
export CORE_AREA = 10 10 70 70
export DIE_AREA = 0 0 80 80
### flow/constraint.sdc
current_design segment_encoder

set clk_period 2.2
set clk_io_pct 0.2

create_clock -name clk0 -period $clk_period

set non_clock_inputs [all_inputs -no_clocks]
set_input_delay [expr $clk_period * $clk_io_pct] -clock clk0 $non_clock_inputs
set_output_delay [expr $clk_period * $clk_io_pct] -clock clk0 [all_outputs]
==> out/results.env <==
CLOCK_BUFFERS=0
DPL.CELL_COUNT=126
INITIALDRTVIOLATIONCOUNT=1
SYNTHTOPCELLSBYAREA='sky130_fd_sc_hd__buf_4, sky130_fd_sc_hd__nand2b_1, sky130_fd_sc_hd__a21oi_1, sky130_fd_sc_hd__nor2_1, sky130_fd_sc_hd__or4b_4'
GROUTE.USAGE.OVERALL=0.0356
PLACE_CONGESTION=0.801
WORSTPATHREQUIRED_NS=1.76
SYNTH-AREA-YOSYS_UM2=315
GRT_PASS1_WL_MM=2.02
SYNTH_CELL_TYPES=26
POST_DP_CELL_AREA_UM2=638
LAYOUT-AREA-OVERHEAD-VS-SYNTH_PCT=112
NUMSEQUENTIALCELLS=0
FLOORPLAN.CORE_UTIL=0.0923
LOG.WARNING_COUNT=32
CRITICAL_PATH_CLASS='in -> out'
CRITPATHLAUNCH='ssIn[10]'
CP_MAX_FO=2
CP.ARRIVAL_NS=1.69
LAYOUT-DRIVE-GT1-SHARE=0.277
RUN_STATUS='finished, final reports clean'
SYNTH.CELLS.MOST_FREQUENT='sky130_fd_sc_hd__buf_4, sky130_fd_sc_hd__a21oi_1, sky130_fd_sc_hd__nand2b_1, sky130_fd_sc_hd__nor2_1, sky130_fd_sc_hd__inv_1'
GRT_OVERFLOW_TOTAL=0
FINALNONFILLERCELLS=129
ENDPOINT_KIND_OF_THE_WORST_SETUP_TIMING_PATH='output pin'
YOSYS.CELL_COUNT.TOP_TYPE='sky130_fd_sc_hd__buf_4'
CORE_UM2=3420
NUM_ANTENNA_CELLS=0
SYN_AREA_PER_CELL_UM2=6.43
WIRE_LENGTH_AFTER_DETAILED_ROUTING_MM=1.18
FINAL_DESIGN_AREA_NO_FILL_UM2=667
CHIPAREA_UM2=6400
IO_BUFFERS=22
ROW_COUNT=21
STARTPOINT_TYPE='input pin'
SETUP_REPAIR_AFTER_GLOBAL_ROUTING_MISSED_ITS_MARGIN='no'
VDD_DROP_MAX_uV=48.5
NETLIST_AREA_UM2=315
ANTENNA_VIOLATING_NETS_POST_ROUTE=0
YS.WARNINGS.COUNT=1
DIE-HEIGHT_UM=80
CTS_HOLD_BUF=0
FINALSETUPVIOLCOUNT=0
TOP_CELL_AREA_SHARE=0.190
LAYOUT_WORST_PATH_CYCLE_SHARE=0.969
LEAKAGE_nW=0.316
HPWL_MM=1.03
FINALWORSTPATHREQUIREDPERIOD_NS=2.13
FLOP_AREA_UM2=0
YS_CELLS=49
ANTENNA_FOUND_INITIAL=0
YOSYSSEQAREASHARE=0
DRT_PRE_ANTENNA_ITERS=4
ENDPOINT='asciOutHigh[1]'
HOLD_VIOL_FINAL=0
MAX_CAP_VIOL_COUNT=0
SYNTH_CELLS=49
GRT_START_MAX_NET_PINS=7
WL_PER_CELL_UM=9.11
DRT-VIAS-PER-INSTANCE=3.48
SYNTH_AREA_LEADER_CELL='sky130_fd_sc_hd__buf_4'
DRC_VIOLATION_COUNT_AFTER_ROUTING=0
ROUTE.VIAS.TOTAL=449
FIRST_GLOBAL_VIAS=498
HP-CLASS='in -> out'
CHIPWIDTH_UM=80
FMAXACHIEVABLE_MHz=469
MAXSLEWVIOLCOUNT=0
P_PER_AREA_nW_PER_UM2=115
TOP_LEVEL_PORTS=30
-- what timing repair did --
action	CTS	global route
pin swaps	9	0
setup endpoints to repair	8	2
resized	27	3
buffers inserted	3	0
-- final cells by class --
class	instances	area (um^2)
well taps	46	57.6
repair buffers	36	313
inverters	3	11.3
multi-input cells	44	285
fillers	394	2750
-- layout by cell type, fill, tap and decap left out --
cell type | Yosys | routed
sky130_fd_sc_hd__a211o_1 | 1 | 1
sky130_fd_sc_hd__a21oi_1 | 4 | 3
sky130_fd_sc_hd__a21oi_2 | 0 | 1
sky130_fd_sc_hd__and2_4 | 0 | 1
sky130_fd_sc_hd__and3_1 | 2 | 1
sky130_fd_sc_hd__and3_4 | 0 | 1
sky130_fd_sc_hd__and3b_1 | 1 | 1
sky130_fd_sc_hd__and3b_2 | 1 | 1
sky130_fd_sc_hd__buf_2 | 0 | 1
sky130_fd_sc_hd__buf_4 | 8 | 10
sky130_fd_sc_hd__buf_6 | 0 | 4
sky130_fd_sc_hd__clkbuf_2 | 0 | 1
sky130_fd_sc_hd__clkdlybuf4s15_1 | 0 | 1
sky130_fd_sc_hd__clkdlybuf4s50_1 | 0 | 5
sky130_fd_sc_hd__conb_1 | 2 | 8
sky130_fd_sc_hd__dlygate4sd2_1 | 0 | 14
sky130_fd_sc_hd__inv_1 | 3 | 3
sky130_fd_sc_hd__nand2_1 | 2 | 2
sky130_fd_sc_hd__nand2b_1 | 4 | 4
sky130_fd_sc_hd__nand3_1 | 1 | 1
sky130_fd_sc_hd__nand4_1 | 2 | 2
sky130_fd_sc_hd__nand4b_1 | 1 | 1
sky130_fd_sc_hd__nor2_1 | 4 | 4
sky130_fd_sc_hd__nor3_1 | 1 | 1
sky130_fd_sc_hd__nor3_2 | 1 | 1
sky130_fd_sc_hd__nor3b_1 | 1 | 1
sky130_fd_sc_hd__o21ai_0 | 2 | 2
sky130_fd_sc_hd__o22ai_1 | 1 | 1
sky130_fd_sc_hd__o311ai_2 | 0 | 1
sky130_fd_sc_hd__o32ai_1 | 1 | 1
sky130_fd_sc_hd__or3b_1 | 1 | 1
sky130_fd_sc_hd__or4b_4 | 1 | 1
sky130_fd_sc_hd__xnor2_1 | 1 | 1
sky130_fd_sc_hd__xor2_1 | 1 | 1
-- logic make-up (layout without fill, tap and decap cells) --
family,after synthesis,after routing,synth area share
other,2,8,0.0238
buffers and inverters,11,39,0.226
AND-OR/OR-AND,10,10,0.198
XOR/XNOR,2,2,0.0556
AND/OR/NAND/NOR,24,24,0.496
-- how the worst min path moves through the flow --
stage     startpoint        endpoint  depth (start not counted)
4_1_cts     ssIn[10]  asciOutHigh[0]                          4
5_1_grt     ssIn[12]  asciOutHigh[2]                          4
6_report    ssIn[12]  asciOutHigh[2]                          4
-- worst max-delay path: stages --
cell	delay, ns
sky130_fd_sc_hd__dlygate4sd2_1	0.24
sky130_fd_sc_hd__or4b_4	0.55
sky130_fd_sc_hd__buf_6	0.13
sky130_fd_sc_hd__nor3_2	0.13
sky130_fd_sc_hd__a211o_1	0.11
sky130_fd_sc_hd__buf_2	0.09
-- power breakdown --
| part | internal [W] | total (W) | switching (W) |
|---|---|---|---|
| registers | 0 | 0 | 0 |
| clock network | 0 | 0 | 0 |
| logic | 0.0000468 | 0.0000768 | 0.0000300 |
-- routing by layer --
layer / wire length (um) / global-route usage / up-vias / part of all wire
met4: 0 / 0 / 0 / 0
li1: - / - / 229 / -
met5: 0 / 0 / - / 0
met2: 560 / 0.0642 / 17 / 0.48
met3: 86 / 0.00909 / 0 / 0.073
met1: 528 / 0.0435 / 203 / 0.45
-- through the flow --
step | TNS (ns) | util | hold WS, ns | setup slack, ns | power, W
floorplan | 0 | - | 0.905 | 0.603 | 0.0000299
global placement | -1.61 | 0.187 | 1.90 | -0.344 | 0.0000762
detailed placement | -1.71 | 0.187 | 1.90 | -0.355 | 0.0000775
CTS | 0 | 0.194 | 1.46 | 0.00874 | 0.0000765
global route | 0 | 0.195 | 1.41 | 0.0184 | 0.0000852
finish | 0 | 0.195 | 1.36 | 0.0677 | 0.0000768
Power is estimated from default activity; no workload was simulated.
